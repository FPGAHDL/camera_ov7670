`flow/design.v`:
```
`timescale 1ns / 1ps
module segdisplay(
	input wire segclk,		 
	input wire clr,			 
	output reg [6:0] seg,	 
	output reg [3:0] an		 
	);
parameter N = 7'b1001000;
parameter E = 7'b0000110;
parameter R = 7'b1001100;
parameter P = 7'b0001100;
parameter left = 2'b00;
parameter midleft = 2'b01;
parameter midright = 2'b10;
parameter right = 2'b11;
reg [1:0] state;
always @(posedge segclk or posedge clr)
begin
	if (clr == 1)
	begin
		seg <= 7'b1111111;
		an <= 7'b1111;
		state <= left;
	end
	else
	begin
		case(state)
			left:
			begin
				seg <= N;
				an <= 4'b0111;
				state <= midleft;
			end
			midleft:
			begin
				seg <= E;
				an <= 4'b1011;
				state <= midright;
			end
			midright:
			begin
				seg <= R;
				an <= 4'b1101;
				state <= right;
			end
			right:
			begin
				seg <= P;
				an <= 4'b1110;
				state <= left;
			end
		endcase
	end
end
endmodule
```
`flow/run.sh`:
```
#!/bin/bash
# OpenROAD 26Q1-2900-gdf79404cd8, Yosys 0.63+post, stock flow scripts
make -C /OpenROAD-flow-scripts/flow DESIGN_CONFIG=/design/flow/config.mk WORK_HOME=/design/flow/orfs finish
```
`flow/config.mk`:
```
export PLATFORM = sky130hd
export DESIGN_NAME = segdisplay
export DESIGN_NICKNAME = segdisplay
export VERILOG_FILES = /design/flow/design.v
export SDC_FILE = /design/flow/constraint.sdc
export NUM_CORES = 4
export LEC_CHECK = 1
export CORE_AREA = 10 10 70 70
export DIE_AREA = 0 0 80 80
```
`flow/constraint.sdc`:
```
current_design segdisplay

set clk_period 1.1
set clk_io_pct 0.2

create_clock -name clk0 -period $clk_period [get_ports {segclk}]

set non_clock_inputs [all_inputs -no_clocks]
set_input_delay [expr $clk_period * $clk_io_pct] -clock clk0 $non_clock_inputs
set_output_delay [expr $clk_period * $clk_io_pct] -clock clk0 [all_outputs]
```
==> changes_impl.md <==
### Changed

* Status: complete, no violations
* Cts bufs inserted at 3
* GRT Residual Overflow at 0
* Root Driver: clkbuf_4
* Critical-path cell list: buf_2
* Sw power at between 0.0001 and 0.00015 W
* Layout cells sized above 1 at between 60 and 70%
* Critical path launch point type: flip-flop
* Drt first pass iters at 2
* DRC Markers at 0
* Crit path max-delay family: flip-flops
* Vias in the first global route at 205
* Total number of vias at 197
* PD cells at 1420 nW/um^2
* Most frequent cells after synthesis: dfstp_2 (8), buf_4 (4), dfrtp_1 (3), or3b_1 (3)
* Final Hold Viols at 0
* Top-count cell post-synth: dfstp_2
* CP arrival at 880 ps
* Fin crit share at 99.7%
* Die height at 80 um
* Clock-pin slew on the worst setup and hold paths at 60 ps
* CORE AREA at 3420 um^2
* Cell Type Count at 9
* Num Clock Sinks at 11
* Maximum VDD drop at 0.261 mV
* Sequential element share of the synthesized area at between 70% and 80%
* Sequential power share at 59.9%
* Die W at 80 um
* Maximum buffer depth of the clock tree at 2
* Area Overhead vs Synth at 31.4%
* Clock power share at about 38%
* R2r endpoint: an[3]$_DFF_PP1_
* Total die size at 6400 um^2
* Post-synth top area cell: dfstp_2
* Final Wtd Congestion at 0.681
* Yosys cell count at 23
* Ports at 13
* Hold_ws at 230 ps
* Largest net degree at the start of global routing at 12
* Post-Route Skew at 2.35 ps
* FP Util at approximately 11%
* Drt total wl at 567 um
* R2r worst-path depth at 1
* YS chip area at 367 um^2
* Leak pwr at approximately 0.20 nW
* N_diodes at 0
* Post-Synthesis Cells at 23
* Yosys warnings at 1
* Crit end category: output port
* Via-to-Cell Ratio at 2.46
* Post-synth EDFFs at 0
* First-pass GRT wire length at 910 um
* Drt first-iter violations at 34
* Clock Latency Late Sink at 260 ps
* HP Class: in -> async
* Max incr delay on CP at about 530 ps
* # rows at 21
* Hold buffer count at CTS at 0
* Max Freq at 0.911 GHz
* Buf/Inv on CP at 1
* Post-Syn Area at 367 um^2
* Initial antenna violation count at 0
* Number of buffers added on ports at 12
* TNS Setup at 0 ps
* Main flop type after synthesis: dfstp_2
* Critical path class: reg -> out
* MaxCap Viol Count at 0
* Reg-to-reg slack, setup at 200 ps
* Net Sw Frac at 18.8%
* CP max stage cell: dfstp_2
* Cell area leaders: dfstp_2 (57%), dfrtp_1 (20%), buf_4 (8.2%), or3b_1 (7.2%), o21bai_1 (2.0%)
* Async SR Flop Fraction at 100%
* Cell Int Power at 0.000556 W
* Antenna Nets Post-Route at 0
* Final Util at between 10 and 15%
* Max-area cell share at between 50% and 60%
* H-tree level count at 1
* CP Max Fanout at 3
* Fin crit period at roughly 1100 ps
* Setup bufs post-CTS at 0
* CTS tree: yes
* # setup viols final at 0
* Wire per inst at 7.09 um
* FF-to-FF Start: state[2]$_DFF_PP0_
* RSZ-0062 raised after global routing: true
* Data required, critical path at just under 900 ps
* Logic pwr share at 2.2%
* Registers, synthesis at 11
* Mean cell area of the mapped netlist at 15.9 um^2
* OpenROAD warning count at 27
* GRT Resource Usage Total at under 10%
* Slew Limit Fails at 0
==> power groups by stage <==
stage	Sequential, W	Clock, W	Combinational [W]
4_1_cts	0.000410	0.000266	0.0000161
5_1_grt	0.000410	0.000285	0.0000181
6_report	0.000410	0.000259	0.0000151
==> state kept, by name, summed over array words and instances (netlist names) <==
signal and count:
an 4, state 4, seg 3
==> cells by family after synthesis <==
logic type	Yosys count	synth area share, %
simple gates	4	8.88
other cells	1	1.02
flops	11	77.8
compound gates	1	2.05
buf+inv	6	10.2
==> routing by layer <==
metal	global-route usage, %	part of all wire (%)	routed length, um	vias to the layer above
li1	-	-	-	90
met1	1.78	36	204	88
met2	2.25	37	211	15
met3	1.14	21	117	4
met4	1.23	5.8	33	0
met5	0	0	0	-
==> final cells by class <==
class | count | area, um^2
tap | 46 | 57.6
timing repair buffer | 12 | 65.1
fill | 388 | 2930
sequential | 11 | 285
inverter | 1 | 3.75
multi-input combinational | 6 | 43.8
clock buffer | 4 | 26.3
==> through the flow <==
step           setup slack, ps  std cells  total power [W]  cell area [um^2]
2_1_floorplan              258         23         0.000427               367
6_report                  2.81         80         0.000685               482
3_5_place_dp              -103         76         0.000438               510
4_1_cts                  -8.87         80         0.000693               482
5_1_grt                  -33.7         80         0.000713               482
3_3_place_gp             -96.2         76         0.000438               510
==> placed cells by master, fill, tap and decap left out, drive strengths merged <==
master / count
buf: 11
clkbuf: 4
clkdlybuf4s50: 1
conb: 1
dfrtp: 3
dfstp: 8
inv: 1
o21bai: 1
or3: 1
or3b: 3
==> repair_timing <==
item / CTS / global route
resized: 33 / 0
endpoints found under the setup margin: 11 / 11
gates cloned: 0 / 0
==> worst max path at each step <==
stage                       startpoint      to  slack [ps]  cells past startpoint
after CTS             seg[5]$_DFF_PP1_  seg[4]          -9                      1
after global routing  seg[5]$_DFF_PP1_  seg[4]         -30                      1
final                 seg[5]$_DFF_PP1_  seg[4]           3                      1
Power figures rest on the tool's default switching activity, not on a simulated workload.
