### flow/design.v
`timescale 1ns / 1ps
module image_generator(
    input [9:0] h,
    input [9:0] v,
    output reg [2:0] red,
    output reg [2:0] green,
    output reg [1:0] blue
    );
always @(*)
begin
	if (v >= 0 && v < 480)
	begin
		if (h >= 0 && h < 80)
		begin
			if(v >= 0 && v < 240 )begin
				red = 3'b111;
				green = 3'b111;
				blue = 2'b11;
			end
			else begin
				red = 3'b000;
				green = 3'b000;
				blue = 2'b11;
			end
		end
		else if (h >= 80 && h < 160)
		begin
			red = 3'b111;
			green = 3'b111;
			blue = 2'b00;
		end
		else if (h >= 160 && h < 240 )
		begin
			red = 3'b000;
			green = 3'b111;
			blue = 2'b11;
		end
		else if (h >= 240 && h < 320)
		begin
			red = 3'b000;
			green = 3'b111;
			blue = 2'b00;
		end
		else if (h >= 320 && h < 400)
		begin
			red = 3'b111;
			green = 3'b000;
			blue = 2'b11;
		end
		else if (h >= 400 && h < 480)
		begin
			red = 3'b111;
			green = 3'b000;
			blue = 2'b00;
		end
		else if (h >= 480 && h < 560)
		begin
			red = 3'b000;
			green = 3'b000;
			blue = 2'b11;
		end
		else if (h >= 560 && h < 640)
		begin
			red = 3'b000;
			green = 3'b000;
			blue = 2'b00;
		end
		else
		begin
			red = 0;
			green = 0;
			blue = 0;
		end
	end
	else
	begin
		red = 0;
		green = 0;
		blue = 0;
	end
end
endmodule
### flow/run.sh
#!/bin/bash
# OpenROAD 26Q1-2900-gdf79404cd8, Yosys 0.63+post, stock flow scripts
make -C /OpenROAD-flow-scripts/flow DESIGN_CONFIG=/design/flow/config.mk WORK_HOME=/design/flow/orfs finish
### flow/config.mk
export PLATFORM = sky130hd
export DESIGN_NAME = image_generator
export DESIGN_NICKNAME = image_generator
export VERILOG_FILES = /design/flow/design.v
export SDC_FILE = /design/flow/constraint.sdc
export NUM_CORES = 4
export LEC_CHECK = 1
export CORE_AREA = 10 10 70 70
export DIE_AREA = 0 0 80 80
### flow/constraint.sdc
current_design image_generator

set clk_period 1.6
set clk_io_pct 0.2

create_clock -name clk0 -period $clk_period

set non_clock_inputs [all_inputs -no_clocks]
set_input_delay [expr $clk_period * $clk_io_pct] -clock clk0 $non_clock_inputs
set_output_delay [expr $clk_period * $clk_io_pct] -clock clk0 [all_outputs]
==> flow_summary.ini <==
; implementation run metrics
[status]
status = finished, violations left
violations = setup timing

[timing]
fin_crit_ps = 1890
fin_ws_ps = -292
max-slew-margin-rel_pct = 78.4
setup_viol = 5
worstMarginPinSlew_ps = 321
final_hold_viol_count = 0
tns_ps = -1320
slew_viol_final = 0
rsz0062_at_grt = yes
max_freq_mhz = 529
timing.final.crit_share_pct = 118

[finish]
syn2layout_area_growth_pct = 180
fill_cells = 379
flops = 0
clkbuf_count = 0
seqCellArea_um2 = 0
final_core_util_pct = 17.8
drive_gt1_share_pct = 67.7

[placement]
io_buffers = 20
hpwl_um = 796
dp_slack_ps = -1010
gp_congestion = 0.750

[route]
ant_nets = 0
dr.pass1.iters = 2
vias_per_cell = 3.37
antenna_cells = 0
drt-total-wl_um = 1150
drt-wirelength-per-cell_um = 10.6
num_vias = 364
drc = 0
drtIter0Drc = 15

[global_route]
grt_pass1_wl_um = 1800
antenna_found_initial = 0
overflow = 0
track_usage_pct = 3.26
grt_pass1_vias = 391
grt_max_degree = 7

[synthesis]
ys_seq_share_pct = 0
synth-area-yosys_um2 = 216
largest_area_cell = buf_4
yosysMostFrequentCell = buf_4
ys_warn_count = 1
syn_area_um2 = 216
syn_inst = 33
synth_area_per_cell_um2 = 6.56
ys_cells = 33
yosys.area.top_type_share_pct = 17.3
yosysUniqueCellTypes = 21
area_leaders = buf_4 (17%), o21ai_0 (9.2%), a221oi_2 (6.9%), a31oi_1 (5.8%), buf_6 (5.2%)
top_cells_by_count = buf_4 (5), o21ai_0 (4), nor2_1 (3)

[flow_run]
warning_count = 43
maxCapViolations = 0

[floorplan]
die_height_um = 80
die_area_um2 = 6400
io_pins = 28
die_w_um = 80
fp-row-count = 21
fp_util_pct = 6.34
core_um2 = 3420

[setup_path]
worst-setup-path-type = in -> out
worstPathArrival_ps = 1570
crit_chain = buf_6, buf_6, buf_4, a2111oi_4, a21oi_1, a221oi_2, buf_2
slowest_stage = a2111oi_4
cp.required_ps = 1280
path_max_fanout = 5
critPathMaxStageDelay_ps = 350
startpoint_type = input port
end_kind = primary output
cpMostUsedCell = buf_6

[pwr]
power.density_nw_per_um2 = 230
p_leak_uw = 0.000272
vdd_drop_max_mv = 0.0409

[clocking]
postCtsHoldBufs = 0

[worst_hold_path]
hp-class = in -> out
-- worst max-delay path: cells and delay by family --
family	cells	cell delay [ps]
AND-OR/OR-AND	3	750
buffers and inverters	4	500
-- cell type report --
cell class         instances  area [µm²]  share of cell area, %
well taps                 46        57.6                   9.48
repair buffers            36         298                   49.1
multi-input cells         25         248                   40.8
inverters                  1        3.75                  0.619
-- cells in the final DEF, fill, tap and decap left out --
cell	count
a2111oi_4	1
a21oi_1	1
a21oi_2	1
a221oi_2	1
a22o_1	1
a31oi_1	2
and3_4	1
buf_2	7
buf_4	14
buf_6	9
dlygate4sd2_1	5
dlymetal6s2s_1	1
inv_1	1
mux2i_1	1
nand2_1	1
nand2_2	1
nand4_1	1
nor2_1	2
nor2_4	1
nor3_4	1
nor4_2	1
nor4b_4	1
o21ai_1	2
o21ai_2	2
o21ai_4	1
o31ai_1	1
or4b_1	1
-- cell families (layout without fill, tap and decap cells) --
kind of cell | after synthesis | after routing | share of synthesized area, %
buffers and inverters | 8 | 37 | 26.6
and+or+nand+nor | 11 | 11 | 28.3
muxes | 1 | 1 | 4.62
AOI/OAI and AO/OA | 13 | 13 | 40.5
-- power breakdown --
part / internal (µW) / leakage, µW / switching, µW
combinational: 81.9 / 0.000272 / 57.7
clock: 0 / 0 / 0
sequential: 0 / 0 / 0
-- repair_timing --
item | CTS | global route
resized | 74 | 13
buffers inserted | 3 | 1
endpoints found under the setup margin | 8 | 8
endpoints found under the hold margin | 0 | 0
pin swaps | 9 | 6
-- layer usage --
layer  share of wire (%)  vias to the layer above  track usage (%)  wire [µm]
li1                    -                      183                -          -
met1                  42                      173             3.82        487
met2                  50                        8             6.10        579
met3                 7.0                        0            0.795         80
met4                   0                        0                0          0
met5                   0                        -                0          0
-- path summary, 6_finish.rpt --
| path | startpoint | end | depth (start not counted) |
|---|---|---|---|
| setup / recovery | h[5] | blue[0] | 7 |
| hold / removal | v[9] | blue[1] | 4 |
-- through the flow --
step / cell area (µm²) / power (µW) / instances / hold WS (ps)
after floorplan: 220 / 41.0 / 33 / 655
after global placement: 510 / 113 / 104 / 1690
after detailed placement: 510 / 114 / 104 / 1690
after CTS: 553 / 122 / 107 / 1130
after global routing: 607 / 151 / 108 / 1140
final: 607 / 140 / 108 / 1100
Power and IR drop assume default switching activity.
